**design/flow/run.sh**
```bash
#!/bin/bash
# OpenROAD 26Q1-2900-gdf79404cd8, Yosys 0.63+post, stock flow scripts
make -C /OpenROAD-flow-scripts/flow DESIGN_CONFIG=/design/flow/config.mk WORK_HOME=/design/flow/orfs finish
```
**design/flow/config.mk**
```make
export PLATFORM = sky130hd
export DESIGN_NAME = stack
export DESIGN_NICKNAME = stack
export VERILOG_FILES = /design/flow/design.v
export SDC_FILE = /design/flow/constraint.sdc
export NUM_CORES = 4
export LEC_CHECK = 1
export CORE_UTILIZATION = 50
```
**design/flow/constraint.sdc**
```tcl
current_design stack

set clk_period 5.5
set clk_io_pct 0.2

create_clock -name clk0 -period $clk_period [get_ports {clk}]

set non_clock_inputs [all_inputs -no_clocks]
set_input_delay [expr $clk_period * $clk_io_pct] -clock clk0 $non_clock_inputs
set_output_delay [expr $clk_period * $clk_io_pct] -clock clk0 [all_outputs]
```
**design/flow/design.v**
```verilog
module stack(
    input clk, push, pop,
    input [15:0] data_in,
    output reg [15:0] data_out
);
    reg [15:0] data [0:15];
    reg [3:0] stack_pointer;
    initial begin
        stack_pointer = 0;
    end
    always @(posedge clk) begin
        if (push && stack_pointer < 16) begin
            data[stack_pointer] <= data_in;
            stack_pointer <= stack_pointer + 1;
        end
        if (pop && stack_pointer > 0) begin
            stack_pointer <= stack_pointer - 1;
            data_out <= data[stack_pointer - 1];
        end
    end
endmodule
```
==> qor.yml <==
ys_sh_mux_pct: 15.20
fin_skew_ps: 8.280
synth_area_per_cell_um2: 22.46
yosys_area_um2: 10600
rows: 52
post-cts-setup-buffers: 0
crit_fanout: 69
coreArea_um2: 20490
ys_sh_adder_pct: 0.5901
worst-path-stages: 8
drt_iter0_markers: 328
port_buffers: 34
whs_ps: 813.0
cts_root_buf: "clkbuf_16"
wl_um: 20540
ys_warn_count: 1
cts_max_level: 1
hold_viol: 0
dr_total_vias: 4786
worstHoldPathType: "flip-flop to flip-flop"
fill_cells: 1417
crit_arrival_ps: 3580
ys_cells: 472
edf_count: 276
status: "finished, final reports clean"
stdcell_area_um2: 12420
simple_gate_share_pct: 2.124
cp_data_required_time_ps: 5750
clock_sinks: 276
grt_usage_pct: 22.66
initCoreUtil_pct: 51.73
worstHoldPathCells: 3
xor_area_share_pct: 0.4839
top_cell_area_share_pct: 78.18
final_core_util_pct: 60.62
top_area_cell: "edfxtp_1"
synthesis.area_um2: 10600
r2r_cells: 8
cts_tree: "done"
die_area_um2: 21790
ys.flops: 276
drive_gt1_share_pct: 27.34
top_level_ports: 35
detail-route-antenna-nets: 0
die_y_um: 147.6
hold_buffers: 0
period_used_pct: 60.54
cts_resized: 0
wl_per_cell_um: 24.87
crit_path_cell_trace: "buf_12 > inv_1 > ha_2 > buf_4 > mux4_2 > nor2b_1 > a211oi_1 > a21oi_1"
globalplace.congestion: 0.8169
via_per_inst: 5.794
flop_cell: "edfxtp_1"
fin_crit_ps: 3330
tightest_slew_ps: 791.5
critPathTopFamily: "buffers and inverters"
dpl.hpwl_um: 11890
cp-end-kind: "flip-flop"
warnings: 29
power.total_mw: 6.382
power.leakage_nw: 3.974
setup_viol: 0
ys_seq_share_pct: 78.18
setup_tns_ps: 0
drv_cap: 0
cp-start-kind: "flip-flop"
grt_max_degree: 70
slew_headroom_pct: 46.94
report.final.slew_viol_count: 0
slowest_delay_ps: 600
areaGrowthSynthToFinish_pct: 17.18
aoi_share_pct: 2.042
n_antenna_cell: 0
worstSetupPathType: "flip-flop to flip-flop"
clock_latency_ps: 520
power_density_nw_per_um2: 513.7
grt_pass1_wl_um: 31370
clk_pin_slew_ps: 60
fmax_ghz: 0.3003
synth_cells: 472
yosys-top-cells-count: "edfxtp_1 (276), mux4_2 (64), a21oi_1 (17), mux2i_1 (17)"
antenna_found_initial: 2
rsz0062_at_grt: "false"
async_flop_share_pct: 0
cpMaxStageDelayCell: "buf_4"
worst-path-buf-inv: 3
peakVddDrop_mv: 0.2813
top_cells_by_area: "edfxtp_1 (78%), mux4_2 (14%), mux2i_1 (1.6%)"
top_logic_kind: "multiplexers"
first_global_vias: 5364
ctsLongestPathBuffers: 3
ys_types: 23
die_width_um: 147.6
place_area_um2: 11420
firstDrtPassIters: 6
post-route-drc-count: 0
cts_inserted_buffers: 28
grt_overflow: 0
top_cell: "edfxtp_1"
metal layers:
layer	wire, µm	track usage [%]
met5	27	0
met4	518	4.485
met3	2479	12.50
met2	10140	33.37
met1	7378	34.53
state kept, by name (all words and copies together) (netlist names):
register       count
stack_pointer      4
data             256
data_out          16
final timing paths:
check	slack, ps	to	from
max	2170	data_out[1]$_DFFE_PP_	stack_pointer[0]$_DFFE_PP_
min	810	data_out[15]$_DFFE_PP_	data[12][15]$_DFFE_PP_
max reg2reg	2170	data_out[1]$_DFFE_PP_	stack_pointer[0]$_DFFE_PP_
min reg2reg	810	data_out[15]$_DFFE_PP_	data[12][15]$_DFFE_PP_
tightest hold or removal path, cell delays in order (launching register included):
cell,delay (ps)
edfxtp_1,310
mux4_2,220
a211oi_1,60
a21oi_1,100
cell type report:
cell class	instances	area (µm²)	share of cell area, %
sequential	276	8288	66.71
clock buffer	33	740.7	5.962
tap	270	337.8	2.719
multi-input combinational	168	2238	18.02
inverter	3	11.26	0.09064
timing repair buffer	58	545.5	4.391
clock inverter	18	261.5	2.105
placed cells by master (no fill, tap or decap), types with 3 or more instances in the layout:
cell	n
nor2b_1	16
inv_1	3
a21oi_1	17
nor2_2	12
clkbuf_16	29
edfxtp_1	276
ha_1	4
nand2_1	5
clkinv_1	5
clkdlybuf4s50_1	34
mux2i_1	17
mux4_2	64
buf_4	22
nor3_2	5
clkinv_2	5
a211oi_1	16
bufinv_16	7
clkbuf_1	4
cells by family after synthesis:
| family | count (synthesis) |
|---|---|
| AND/OR/NAND/NOR | 43 |
| XOR/XNOR | 5 |
| multiplexers | 81 |
| adder cells (fa/ha/maj) | 5 |
| flip-flops | 276 |
| buffers and inverters | 28 |
| AND-OR/OR-AND | 34 |
stage by stage:
stage          setup slack, ps  cells
6_report                  2170    826
5_1_grt                   1882    826
4_1_cts                   2092    826
3_5_place_dp              2076    775
3_3_place_gp              2137    775
2_1_floorplan             2664    472
power by group:
group          switching (mW)  internal (mW)  leakage [nW]  total, mW
logic                   0.869          0.763         0.977       1.63
clock network           0.734           1.28         0.489       2.02
registers               0.109           2.62          2.51       2.73
total                    1.71           4.67          3.97       6.38
Power is estimated from default activity; no workload was simulated.
